==> ./run.sh <==
#!/bin/bash
# OpenROAD 26Q1-2900-gdf79404cd8, Yosys 0.63+post, stock flow scripts
make -C /OpenROAD-flow-scripts/flow DESIGN_CONFIG=/design/flow/config.mk WORK_HOME=/design/flow/orfs finish
==> ./config.mk <==
export PLATFORM = sky130hd
export DESIGN_NAME = task_no_of_0s
export DESIGN_NICKNAME = task_no_of_0s
export VERILOG_FILES = /design/flow/design.v
export SDC_FILE = /design/flow/constraint.sdc
export NUM_CORES = 4
export LEC_CHECK = 1
export CORE_AREA = 10 10 70 70
export DIE_AREA = 0 0 80 80
==> ./constraint.sdc <==
current_design task_no_of_0s

set clk_period 4.8
set clk_io_pct 0.2

create_clock -name clk0 -period $clk_period

set non_clock_inputs [all_inputs -no_clocks]
set_input_delay [expr $clk_period * $clk_io_pct] -clock clk0 $non_clock_inputs
set_output_delay [expr $clk_period * $clk_io_pct] -clock clk0 [all_outputs]
==> ./design.v <==
`timescale 1ns / 1ps
module task_no_of_0s(
    input [7:0] a_in,
    output reg [3:0] no_of_0s
    );
     integer i, count;                
     task count_0 (input [7:0]a_in, output reg [3:0] no_of_0s);
     begin
        count = 0;
        for(i=0; i<8; i=i+1)
        begin
            if(a_in[i])
                count=count+0;
            else
                count=count+1;
        end
        no_of_0s = count;
     end
     endtask
     always@*
     begin
        count_0(a_in,no_of_0s);
     end
endmodule
==> impl_summary.log <==
[flow] final metrics
INFO  metric status = complete, but fails checks
INFO  metric failed_checks = setup timing
INFO  metric port_buffers = 12
INFO  metric first_pass_iters = 4
INFO  metric most_instantiated_cells_after_synthesis = ha_1, xnor2_1, inv_1, nand3_1, o21ai_0
INFO  metric warning_count = 37
INFO  metric worst_ir_drop_vdd = approximately 64 uV
INFO  metric width_of_the_chip = 80 um
INFO  metric timing.critical_path.required = between 3 and 4 ns
INFO  metric viasPerCell = 4.27
INFO  metric worst_path_most_repeated_cell = ha_4
INFO  metric synth_largest_type_area_fraction = between 10% and 20%
INFO  metric globalRoute.totalOverflow = 0
INFO  metric first_global_vias = 659
INFO  metric worst_slew_margin_rel = about three quarters
INFO  metric grt_max_degree = 10
INFO  metric yosys.stat.chipArea = 652 um^2
INFO  metric hold_path_startpoint = a_in[7]
INFO  metric largest_incremental_delay_on_the_critical_path = between 0.2 and 0.3 ns
INFO  metric total_power_per_unit_cell_area = ~210 nW/um^2
INFO  metric syn-cell-area = 652 um^2
INFO  metric dieArea = between 6000 and 7000 um^2
INFO  metric met2_length = approximately 670 um
INFO  metric dp_slack = -1.05 ns
INFO  metric synth-seq-area-share = 0%
INFO  metric endpoint_kind = output port
INFO  metric clockBufferCount = 0
INFO  metric synth.cellmix.xorXnorShare = roughly a quarter
INFO  metric seq_cell_count = 0
INFO  metric rows = 21
INFO  metric seqCellArea = 0 um^2
INFO  metric layout-drive-gt1-share = a little over half
INFO  metric highest_layer = met3
INFO  metric maxSlewViolCount = 0
INFO  metric final-setup-viol-count = 1
INFO  metric average_footprint_of_a_synthesized_cell = ~7.6 um^2
INFO  metric cp-start-kind = input pin
INFO  metric count_of_boundary_i_o_pins = 12
INFO  metric compound_area_share = between 10% and 20%
INFO  metric fmaxAchievable = between 200 and 250 MHz
INFO  metric half_perimeter_wire_length_of_the_detailed_placement_result = around 1200 um
INFO  metric synthTopLogicFamily = simple AND/OR/NAND/NOR gates
INFO  metric cellLeakagePower = 0.497 nW
INFO  metric critical_path_arrival = 3.90 ns
INFO  metric crit_type = in -> out
INFO  metric grt_pass1_wl = approximately 2700 um
INFO  metric maxCapViolations = 0
INFO  metric detail_route.iter0.violations = 18
INFO  metric synth.lib_cells_used.distinct = 37
INFO  metric global_placement_routability_congestion = a little over 0.9
INFO  metric total_power = about 250 uW
INFO  metric globalRouteTotalUtil = 4.65%
INFO  metric leading_area_contributor_after_synthesis = ha_1
INFO  metric yosys-stat-cells = 86
INFO  metric minimum_clock_period = ~4.9 ns
INFO  metric worstHoldEndpoint = no_of_0s[1]
INFO  metric post_route_insts_no_fill = 171
INFO  metric number_of_antenna_violations_at_the_first_check_in_global_routing = 0
INFO  metric route.detailed.wl_per_inst = between 9 and 10 um
INFO  metric synth_simple_gate_area_share = around 30%
INFO  metric hp-class = in -> out
INFO  metric floorplanUtilization = a little under a fifth
INFO  metric drcViolationCount = 0
INFO  metric fin_area = about 1200 um^2
INFO  metric synth.area.top_cells = ha_1, xnor2_1, xnor2_2, xor2_1, nand3_1
INFO  metric finalCritPeriodShare = 101%
INFO  metric flow.area_growth_from_synthesis = 86.8%
INFO  metric dieHeight = ~80 um
INFO  metric final.setup.worst_slack = -0.0554 ns
INFO  metric timing.critical_path.cells = buf_8, buf_6, ha_4, mux2i_4, xor2_2, o21ai_1, ha_1, or2_4, o311a_4, o21a_1, o21ai_2, nand2_2, ha_4, nor2_4, a31oi_4, ha_4, mux2_4, buf_6
INFO  metric min_path_cells = 3
INFO  metric crit_path_max_fanout = 2
INFO  metric setup_tns = -0.0554 ns
INFO  metric fin_util = around 36%
INFO  metric post_synth_mux_area_share = around 3.3%
INFO  metric postSynthCellCount = 86
INFO  metric tightest_slew = 0.391 ns
INFO  metric grt_setup_unrepaired = yes
INFO  metric dpl_cell_area = 1010 um^2
INFO  metric via_count = 730
INFO  metric insertedDiodeCount = 0
INFO  metric synthAdderAreaFrac = between 15 and 20%
INFO  metric coreArea = 3420 um^2
INFO  metric whs = between 2 and 3 ns
INFO  metric ys.warnings.count = 1
INFO  metric drt-met1-wl = between 800 and 900 um
INFO  metric post-place-cells = about 170
INFO  metric timing_hold_violations_final = 0
INFO  metric postRouteAntennaNets = 0
INFO  metric met3WireLength = around 80 um
INFO  metric wirelength = roughly 1600 um
INFO  metric timing.critical_path.slowest_stage_cell = ha_4
==> repair_timing <==
| action | 4_1_cts | 5_1_grt |
|---|---|---|
| hold buffers | 0 | 0 |
| pin swaps | 13 | 11 |
| gates resized | 39 | 20 |
| buffers inserted | 4 | 1 |
| endpoints found under the hold margin | 0 | 0 |
| gates cloned | 0 | 0 |
| setup endpoints to repair | 3 | 3 |
==> worst max-delay path: cells and delay by family <==
kind / cells / cell delay (ns)
compound gates: 5 / 0.74
xor+xnor: 1 / 0.18
fa+ha+maj: 4 / 0.93
buf+inv: 3 / 0.32
simple gates: 3 / 0.36
mux: 2 / 0.42
==> worst max path at each step <==
stage,from,end,slack (ns),depth (start not counted)
CTS,a_in[1],no_of_0s[1],-0.12,18
global route,a_in[1],no_of_0s[1],-0.17,18
finish,a_in[1],no_of_0s[1],-0.06,18
==> cells by family after synthesis <==
| group | after synthesis |
|---|---|
| xor+xnor | 15 |
| fa+ha+maj | 8 |
| mux | 2 |
| compound gates | 18 |
| simple gates | 32 |
| buf+inv | 11 |
==> layer usage <==
layer | track usage [%] | up-vias
li1 | - | 385
met1 | 6.78 | 329
met2 | 7.54 | 16
met3 | 0.568 | 0
met4 | 0 | 0
met5 | 0 | -
==> cells in the final DEF, fill, tap and decap left out, drive strengths merged, types with 3 or more instances in the layout <==
master | Yosys | routed
buf | 4 | 36
clkdlybuf4s50 | 0 | 6
ha | 8 | 8
inv | 7 | 7
nand2 | 3 | 3
nand2b | 4 | 4
nand3 | 6 | 6
nor2 | 3 | 3
nor2b | 4 | 4
o21ai | 5 | 5
xnor2 | 11 | 11
xor2 | 4 | 4
==> report_power, final <==
part           leakage, nW  switching [mW]  internal [mW]  total, mW
Combinational        0.497           0.100          0.154      0.254
Clock                    0               0              0          0
Sequential               0               0              0          0
==> layout make-up <==
type	instances	area, um^2
fill	339	2200
multi-input combinational	75	767
timing repair buffer	43	367
tap	46	57.6
inverter	7	26.3
No activity file was given, so power comes from the tool's default toggle rates.
