===== flow/design.v =====
`timescale 1ns / 1ps
module for_loop_no_of_1(
                        input [15:0] d_in,
                        input clk,
                        input reset_n,
                        output [4:0] d_out
                        );
        integer i, count;        
        always@(posedge clk)
        begin
            count = 0;
            for(i=0;i<16;i=i+1)
            begin
                if(d_in[i])
                    count = count+1;
                else
                    count = count+0;
            end
        end
        assign d_out = count;
endmodule

===== flow/run.sh =====
#!/bin/bash
# OpenROAD 26Q1-2900-gdf79404cd8, Yosys 0.63+post, stock flow scripts
make -C /OpenROAD-flow-scripts/flow DESIGN_CONFIG=/design/flow/config.mk WORK_HOME=/design/flow/orfs finish

===== flow/config.mk =====
export PLATFORM = sky130hd
export DESIGN_NAME = for_loop_no_of_1
export DESIGN_NICKNAME = for_loop_no_of_1
export VERILOG_FILES = /design/flow/design.v
export SDC_FILE = /design/flow/constraint.sdc
export NUM_CORES = 4
export LEC_CHECK = 1
export CORE_AREA = 10 10 95 95
export DIE_AREA = 0 0 105 105

===== flow/constraint.sdc =====
current_design for_loop_no_of_1

set clk_period 5.3
set clk_io_pct 0.2

create_clock -name clk0 -period $clk_period [get_ports {clk}]

set non_clock_inputs [all_inputs -no_clocks]
set_input_delay [expr $clk_period * $clk_io_pct] -clock clk0 $non_clock_inputs
set_output_delay [expr $clk_period * $clk_io_pct] -clock clk0 [all_outputs]

==> reports/summary.rpt <==
=================================================================================
Category of the worst setup path launch point ...................... primary input
Cell variety after synth ...........................................           63
Area Growth Syn to Fin .............................................        78.4%
Routed wire length on met2 .........................................      2.72 mm
Final slew viol count ..............................................            0
Most common reg cell ............................................... sky130_fd_sc_hd__dfxtp_1
Number of global-route vias before repair ..........................        2,213
CTS Hold Bufs ......................................................            0
GRT overflow .......................................................            0
Endpoint type of the worst setup path ..............................         flop
Fraction of final layout cells sized beyond drive strength 1 .......        0.517
Pre-placement core utilization .....................................        0.306
Number of antenna violations at the first check in global routing ..            0
Worst VDD drop .....................................................     0.244 mV
First-pass GRT wire length .........................................      10.1 mm
Global router's overall resource usage .............................        0.104
Diode count ........................................................            0
Part of the cycle the worst path needs .............................         1.51
H-tree depth reported by CTS .......................................            1
Violations in the final reports .................................... negative setup slack
PnR Total Power ....................................................      2.21 mW
Chip Area, Yosys ...................................................    2110 um^2
Pre-CTS WS .........................................................     -3.38 ns
Number of max-capacitance violations reported ......................            0
CP max stage cell .................................................. sky130_fd_sc_hd__ha_1
Number of filler cells placed in the layout ........................          578
DP HPWL ............................................................      4.03 mm
Net switching fraction of the power ................................        0.415
Number of input and output port buffers inserted ...................           21
Transition time at the pin with the least slew margin ..............     0.484 ns
Cell occurring most often along the worst timing path .............. sky130_fd_sc_hd__ha_4
Largest register FFs ...............................................            5
CTS Buf Count ......................................................            3
Cell taking the most area after synthesis .......................... sky130_fd_sc_hd__xnor2_1
Internal power .....................................................      1.30 mW
Cell count after synthesis .........................................          264
Final worst path period need .......................................      7.98 ns
CP arrival .........................................................      8.07 ns
Final worst slack ..................................................     -2.68 ns
Share of synthesized area occupied by flip-flops and latches .......       0.0474
Antenna viol nets, final ...........................................            0
Tightest hold margin ...............................................      1.58 ns
Die outline height .................................................       105 um
Max-slew headroom at the worst pin .................................        0.676
Post-synthesis cell area ...........................................    2110 um^2
Number of cells after detailed placement ...........................          455
Count of vias placed by the detailed router ........................        2,410
Required time of the critical path .................................      5.40 ns
Average via count per standard cell ................................         4.76
Share of async-settable or async-resettable flops after synthesis ..            0
Final GP Congestion ................................................        0.857
Met1 layer wirelength in the final routing .........................      3.02 mm
Flip-flop and latch count after synthesis ..........................            5
Io pins ............................................................           23
Top-area cell share ................................................        0.112
Row count ..........................................................           30
Final non-filler cell total ........................................          506
Type of the most critical hold path ................................ primary input to flop
Number of flops mapped to enable cells by yosys ....................            0
Iteration tally of the first detailed-router pass ..................            4
Fmax ...............................................................    0.125 GHz
Flop pwr share .....................................................        0.031
Pwr per Cell Area ..................................................  588 nW/um^2
Number of standard cells reported by yosys .........................          264
Delay of the slowest critical-path stage ...........................      0.33 ns
Clock slew seen by the registers of the worst setup and hold paths .      0.03 ns
Gate power share ...................................................        0.938
Number of hold-slack violations in the final timing report .........            0
Residual DRC .......................................................            0
Leakage Power ......................................................      1.69 nW
Tally of OpenROAD warnings .........................................           32
Clock power share ..................................................        0.031
Most numerous logic cells after layout ............................. sky130_fd_sc_hd__buf_4 (130), sky130_fd_sc_hd__nand2_1 (22), sky130_fd_sc_hd__xnor2_1 (20), sky130_fd_sc_hd__clkdlybuf4s50_1 (18)
Final setup violating endpoints ....................................            4
Top cells by area .................................................. sky130_fd_sc_hd__xnor2_1 (11%), sky130_fd_sc_hd__ha_1 (10%), sky130_fd_sc_hd__xor2_1 (6.6%)
Maximum clock path buffer count ....................................            2
CTS sink cnt .......................................................            5
Average wire per standard cell .....................................      12.3 um
Die area ...........................................................  11,000 um^2
Core area ..........................................................    6910 um^2
Iteration-0 DRC count of the detailed router .......................          124
Largest net degree at the start of global routing ..................           13
Critical setup path kind ........................................... primary input to flop
Maximum fanout count along the critical path .......................            3
Unrepaired setup endpoints after global routing ....................         true
Run status ......................................................... complete, but fails checks
Detail Route met3 WL ...............................................       462 um
Sw Pwr .............................................................       918 uW
Avg Synthesized Cell Area ..........................................    8.00 um^2
CTS tree ...........................................................         done
Aggregate routed wire length .......................................      6.25 mm
Die X ..............................................................       105 um
Count of yosys warnings during synthesis ...........................            1
Highest Signal Layer ...............................................         met4
Clock tree root buffer cell ........................................ sky130_fd_sc_hd__clkbuf_8
Most frequent logic cell in the layout ............................. sky130_fd_sc_hd__buf_4
=================================================================================
power groups by stage:
stage | sequential [mW] | combinational (mW) | clock, mW
final | 0.0686 | 2.08 | 0.0687
after global routing | 0.0713 | 2.27 | 0.0729
after CTS | 0.0689 | 1.99 | 0.0704
cell families after synthesis:
kind of cell | synth area share
AND/OR/NAND/NOR | 0.207
multiplexers | 0.0687
adder cells (fa/ha/maj) | 0.101
XOR/XNOR | 0.322
AND-OR/OR-AND | 0.195
flip-flops | 0.0474
buffers and inverters | 0.0586
critical path, delay by kind of cell:
kind	cells	cell delay (ns)
buffers and inverters	4	0.22
and+or+nand+nor	10	0.86
muxes	6	1.20
xor gates and xnor gates	8	1.10
adders and majority gates	8	2.12
AOI/OAI and AO/OA	12	1.49
routing by layer:
layer | vias up | track usage
li1 | 1236 | -
met1 | 1098 | 0.148
met2 | 70 | 0.165
met3 | 6 | 0.0199
met4 | 0 | 0.00784
met5 | - | 0
layout make-up:
class | instances | area, um^2 | area share
clock buffers | 4 | 45.0 | 0.0120
multi-input cells | 229 | 2180 | 0.578
flip-flops and latches | 5 | 100 | 0.0266
well taps | 96 | 120 | 0.0319
inverters | 18 | 85.1 | 0.0226
repair buffers | 154 | 1240 | 0.329
stage by stage:
step           utilization  TNS, ns  cell area [um^2]
3_3_place_gp         0.466   -12.05              3220
2_1_floorplan            -    -9.62              2280
4_1_cts              0.527    -8.75              3640
3_5_place_dp         0.466   -12.11              3220
6_report             0.546    -9.49              3770
5_1_grt              0.546   -10.55              3770
Yosys cell counts (all sizes together), types with 2 or more instances:
cell	number
nor2b	3
clkbuf	9
buf	3
nor3	5
a32oi	2
inv	18
o31ai	3
a41oi	2
nand3	10
o21ai	15
xor3	3
o22ai	2
nand3b	2
ha	17
xnor2	31
dfxtp	5
nand2	26
o211ai	4
a211oi	3
nor3b	5
or2	5
xnor3	3
mux2i	10
a31o	2
xor2	19
mux2	4
a31oi	2
nor4	2
nor2	16
a221oi	2
a21oi	13
and3	3
repair_timing:
item | 4_1_cts | 5_1_grt
endpoints found under the hold margin | 0 | 0
cloned | 0 | 0
buffers inserted | 42 | 9
resized | 30 | 20
endpoints found under the setup margin | 4 | 4
pin swaps | 24 | 21
final timing paths:
kind | from | endpoint | slack [ns] | depth (start not counted)
worst max-delay path | d_in[1] | count[4] | -2.68 | 48
worst min-delay path | d_in[15] | count[0] | 1.58 | 2
No activity file was given, so power comes from the tool's default toggle rates.
