--- design/flow/run.sh ---
#!/bin/bash
# OpenROAD 26Q1-2900-gdf79404cd8, Yosys 0.63+post, stock flow scripts
make -C /OpenROAD-flow-scripts/flow DESIGN_CONFIG=/design/flow/config.mk WORK_HOME=/design/flow/orfs finish
--- design/flow/config.mk ---
export PLATFORM = sky130hd
export DESIGN_NAME = count_no_of_1s
export DESIGN_NICKNAME = count_no_of_1s
export VERILOG_FILES = /design/flow/design.v
export SDC_FILE = /design/flow/constraint.sdc
export NUM_CORES = 4
export LEC_CHECK = 1
export CORE_AREA = 10 10 70 70
export DIE_AREA = 0 0 80 80
--- design/flow/constraint.sdc ---
current_design count_no_of_1s

set clk_period 3.7
set clk_io_pct 0.2

create_clock -name clk0 -period $clk_period

set non_clock_inputs [all_inputs -no_clocks]
set_input_delay [expr $clk_period * $clk_io_pct] -clock clk0 $non_clock_inputs
set_output_delay [expr $clk_period * $clk_io_pct] -clock clk0 [all_outputs]
--- design/flow/design.v ---
`timescale 1ns / 1ps
module count_no_of_1s(
                      input [7:0] a_in,
                      output [3:0] no_of_1s
                     );
     integer i;                
     function [3:0]count_1 (input [7:0]a_in);
     begin
        count_1 = 0;
        for(i=0; i<8; i=i+1)
        begin
            if(a_in[i])
                count_1=count_1+1;
            else
                count_1=count_1+0;
        end
     end
     endfunction
     assign  no_of_1s = count_1(a_in);            
endmodule
==> impl_metrics.env <==
# source this file to load flow results
export IMPL_worst_slack_ns=-0.599
export IMPL_endpoint="no_of_1s[3]"
export IMPL_fin_setup_tns_ns=-1.79
export IMPL_vias=799
export IMPL_critical_path_class="in -> out"
export IMPL_yosys_area_sq_um=754
export IMPL_startpoint_type="primary input"
export IMPL_p_leak_uw=0.000567
export IMPL_initCoreUtil_pct=22.1
export IMPL_crit_start="a_in[1]"
export IMPL_min_period_ns=4.30
export IMPL_use_met1_pct=9.64
export IMPL_status="finished with violations"
export IMPL_violations="setup timing"
export IMPL_fillers=349
export IMPL_powerDensity_mw_per_mm2=248
export IMPL_drt_iter0_markers=19
export IMPL_tightestPinTransition_ns=0.333
export IMPL_slew_limit_headroom_pct=77.8
export IMPL_grt_overflow_total=0
export IMPL_synth_cells=96
export IMPL_cap_violations=0
export IMPL_drv_slew=0
export IMPL_grt_pass1_vias=748
export IMPL_cp_data_arrival_time_ns=3.56
export IMPL_placed_cells=178
export IMPL_whs_ns=2.31
export IMPL_mostFrequentLayoutCells="30 x buf_4, 7 x nand2_1, 5 x xor2_1, 5 x xnor2_1, 5 x ha_4"
export IMPL_lay_top_count="buf_4"
export IMPL_grt_busiest_layer="met1"
export IMPL_syn_cell_area_sq_um=754
export IMPL_core_sq_mm=0.00342
export IMPL_synthToLayoutAreaGrowth_pct=69.3
export IMPL_hold_path_class="in -> out"
export IMPL_max_freq_mhz=233
export IMPL_stdcell_count=180
export IMPL_drtPass1Iterations=4
export IMPL_die_area_sq_mm=0.00640
export IMPL_layout_drive_gt1_share_pct=46.3
export IMPL_ctsHoldBuffers=0
export IMPL_end_kind="output port"
export IMPL_yosysWarnings=1
export IMPL_wl_per_cell_um=11.0
export IMPL_finalClockPeriodUsage_pct=116
export IMPL_antenna_found_initial=0
export IMPL_ys_cells=96
export IMPL_die_h_um=80
export IMPL_seqCellArea_sq_um=0
export IMPL_crit_path_max_fanout=3
export IMPL_setup_violations=3
export IMPL_grt_total_usage_pct=6.10
export IMPL_grt_max_degree=11
export IMPL_row_count=21
export IMPL_yosys_top_cells_area="ha_1 13%, xnor2_1 10%, xor2_1 7.0%"
export IMPL_io_pins=12
export IMPL_synth_top_cell_area_share_pct=13.3
export IMPL_grt_pass1_wl_um=3380
export IMPL_die_x_um=80
export IMPL_warnings=38
export IMPL_peakVddDrop_v=0.0000697
export IMPL_clkbuf_count=0
export IMPL_diodes=0
export IMPL_use_met3_pct=0.341
export IMPL_dp_hpwl_um=1640
export IMPL_drc=0
export IMPL_antenna_left=0
export IMPL_syn_area_per_cell_sq_um=7.86
export IMPL_synth_seq_area_share_pct=0
export IMPL_portBuffers=12
export IMPL_vias_per_cell=4.44
export IMPL_wirelength_um=1980
export IMPL_synth_cell_type_count=40
export IMPL_gr_usage_met2_pct=9.31
export IMPL_ff_count=0
export IMPL_required_ns=2.96
export IMPL_top_area_cell="ha_1"
export IMPL_grt_setup_unrepaired="yes"
export IMPL_place_congestion=0.859
export IMPL_hold_viol=0
per-stage QoR:
stage / total power (uW) / setup slack [ns] / instance area, sq um / utilization (%)
finish: 317 / -0.599 / 1280 / 37.4
global route: 357 / -0.814 / 1280 / 37.4
CTS: 300 / -0.730 / 1210 / 35.6
detailed placement: 302 / -1.61 / 1180 / 34.5
global placement: 300 / -1.56 / 1180 / 34.5
floorplan: 173 / -0.323 / 827 / -
cells in the mapped netlist, drive strengths merged:
master / count
a21o: 1
a21oi: 6
a221oi: 1
a31o: 2
a32oi: 2
and2: 1
and2b: 2
and3: 1
and4b: 1
buf: 5
ha: 8
inv: 6
mux2: 2
nand2: 8
nand2b: 3
nand3: 4
nand3b: 1
nand4: 1
nor2: 4
nor2b: 3
nor3b: 2
o211a: 1
o211ai: 2
o21ai: 3
o21ba: 1
o21bai: 1
o221ai: 1
o31ai: 2
o32ai: 2
or3: 1
xnor2: 10
xnor3: 1
xor2: 7
worst min path at each step:
stage,from,to,slack (ns),depth (start not counted)
global route,a_in[7],no_of_1s[1],2.36,3
finish,a_in[7],no_of_1s[1],2.31,3
CTS,a_in[7],no_of_1s[1],2.32,3
worst max-delay path: stages:
cell      delay, ns
buf_6          0.10
inv_6          0.03
ha_4           0.13
nand2b_1       0.15
o21ai_1        0.08
buf_4          0.13
nor2_1         0.05
a21oi_2        0.17
ha_4           0.23
a21oi_4        0.14
o31ai_2        0.09
a21o_1         0.17
a32oi_2        0.24
ha_4           0.18
xor2_1         0.07
or3_1          0.31
a21oi_1        0.13
o211a_1        0.16
xor2_1         0.13
buf_2          0.11
layer usage:
layer,routed length [um],share of wire (%),up-vias
met5,0,0,-
met4,0,0,0
met3,39,2.0,0
met2,872,44,8
met1,1070,54,368
li1,-,-,423
power by group:
part / internal, uW / switching (uW) / total, uW
sequential: 0 / 0 / 0
combinational: 183 / 135 / 317
clock: 0 / 0 / 0
logic make-up (layout without fill, tap and decap cells):
| family | Yosys count | in the layout | synth area share [%] |
|---|---|---|---|
| adder cells (fa/ha/maj) | 8 | 8 | 13.3 |
| buffers and inverters | 11 | 49 | 8.62 |
| AND/OR/NAND/NOR | 32 | 32 | 24.2 |
| AND-OR/OR-AND | 25 | 25 | 26.2 |
| XOR/XNOR | 18 | 18 | 24.7 |
| multiplexers | 2 | 2 | 2.98 |
what timing repair did:
action | in CTS | in global routing
resized | 33 | 8
pin swaps | 11 | 8
setup buffers | 1 | 1
gates cloned | 0 | 0
endpoints found under the setup margin | 4 | 4
layout make-up:
type                            instances  area (sq um)  area share (%)
Inverter                                6          32.5            2.55
Multi-Input combinational cell         85           837            65.5
Tap cell                               46          57.6            4.51
Timing Repair Buffer                   43           350            27.4
No activity file was given, so power comes from the tool's default toggle rates.
